==> design/flow/design.v <==
`timescale 1ns / 1ps
module baud_controller_Tr(
			rst,
			clk,
			baud_select,
			sample_enable
    );
	input rst,clk;
	input [2:0] baud_select;
	output sample_enable;
	reg [9:0] divided_baud;
	reg [9:0] sample_counter;
	reg sample;
	assign sample_enable = sample; 
	always @ (posedge clk or posedge rst)
	begin
			if(rst) begin
					 divided_baud = 10'b0;
			end
			else begin
				case(baud_select)
						3'b000: begin
										divided_baud = 10417;  
									end
						3'b001: begin
										divided_baud = 2604;  
									end
						3'b010: begin
										divided_baud = 651;  
									end
						3'b011: begin
										divided_baud = 326;  
									end
						3'b100: begin
										divided_baud = 163;  
									end
						3'b101: begin
										divided_baud = 81;  
									end
						3'b110:	begin
										divided_baud = 54;  
									end
						3'b111: begin
										divided_baud = 27;  
									end
				endcase		
			end
	end
	always@(posedge clk or posedge rst)
	begin
		if(rst) begin
			sample_counter = 22'b0;
		end
		else begin
			if(sample_counter==divided_baud) begin
					sample = 1'b1;
					sample_counter = 10'b0;
			end
			else begin
					sample_counter = sample_counter + 1;
					sample = 1'b0;
			end
		end
	end
endmodule
==> design/flow/run.sh <==
#!/bin/bash
# OpenROAD 26Q1-2900-gdf79404cd8, Yosys 0.63+post, stock flow scripts
make -C /OpenROAD-flow-scripts/flow DESIGN_CONFIG=/design/flow/config.mk WORK_HOME=/design/flow/orfs finish
==> design/flow/config.mk <==
export PLATFORM = sky130hd
export DESIGN_NAME = baud_controller_Tr
export DESIGN_NICKNAME = baud_controller_Tr
export VERILOG_FILES = /design/flow/design.v
export SDC_FILE = /design/flow/constraint.sdc
export NUM_CORES = 4
export LEC_CHECK = 1
export CORE_AREA = 10 10 87 87
export DIE_AREA = 0 0 97 97
==> design/flow/constraint.sdc <==
current_design baud_controller_Tr

set clk_period 4.7
set clk_io_pct 0.2

create_clock -name clk0 -period $clk_period [get_ports {clk}]

set non_clock_inputs [all_inputs -no_clocks]
set_input_delay [expr $clk_period * $clk_io_pct] -clock clk0 $non_clock_inputs
set_output_delay [expr $clk_period * $clk_io_pct] -clock clk0 [all_outputs]
==> flow_metrics.py <==
# Flow results
metrics = {
    "clock_network": {
        "cts_hold_buf": 0,
        "clock-sinks": 21,
        "insertion_delay_ps": 260,
        "htree_levels": 1,
        "cts.clk_slew.worst_paths_ps": 80,
        "cts_resized": 0,
        "cts_tree": "built",
        "clock_path_buffers": 2,
        "root_buffer": "clkbuf_8",
        "post_cts_buffers": 0,
        "numCtsBuffers": 3,
    },
    "final_layout": {
        "lay_top_cells": "20 x dfrtp_1, 11 x nor2_1, 10 x xnor2_1",
        "drive_above_1_share_pct": 7.29,
        "nFillCells": 608,
        "mostFrequentLayoutCell": "dfrtp_1",
        "syn_to_final_growth_pct": 19.1,
    },
    "critical_path": {
        "path_class": "in2reg",
        "path_cells": "clkdlybuf4s50_1 > inv_1 > ha_1 > nor2b_1 > a21o_1",
        "crit_path_start_kind": "input port",
        "reg2reg_depth": 5,
        "critPathMaxStageDelay_ps": 550,
        "cp-end-kind": "flop",
        "crit_cells": 5,
        "cp_data_required_time_ps": 4850,
        "worstPathArrival_ps": 2220,
        "slowest_stage": "clkdlybuf4s50_1",
        "path_max_fanout": 5,
        "crit_family": "buffers and inverters",
        "crit_buf_inv": 2,
    },
    "floorplan": {
        "die_area_um2": 9410,
        "fp.dieH_um": 97,
        "num_rows": 27,
        "num_io_pins": 6,
        "fp.coreArea_um2": 5640,
        "die-width_um": 97,
        "fp_util_pct": 17.9,
    },
    "yosys": {
        "area_leaders": "dfrtp_1 50%, ha_1 9.9%, xnor2_1 8.7%",
        "syn-cell-area_um2": 1010,
        "top_area_share_pct": 49.6,
        "ys_seq_share_pct": 52.5,
        "ys_ff": 21,
        "simple_gate_share_pct": 13.6,
        "ys_sh_xor_pct": 15.6,
        "ys_chip_area_um2": 1010,
        "syn_area_per_cell_um2": 11.6,
        "mux_share_pct": 1.98,
        "netlist_instances": 87,
        "ys_cells": 87,
        "ys_sh_aoi_pct": 3.72,
        "synth-adder-area-share_pct": 9.91,
        "yosysTopAreaCell": "dfrtp_1",
        "yosysWarnings": 1,
        "synth_cell_types": 19,
        "synthTopLogicFamily": "XOR/XNOR gates",
    },
    "final_timing": {
        "tightest_slew_ps": 589,
        "finalHoldViolations": 0,
        "period_needed_ps": 2070,
        "skew_ps": 4.40,
        "setup_tns_ps": 0,
        "rsz0062_at_grt": "no",
        "final_max_slew_viol_count": 0,
        "max_slew_margin_pct": 60.4,
        "finalClockPeriodUsage_pct": 44.0,
        "setup_viol": 0,
        "setup_slack_ps": 2630,
        "max_freq_mhz": 483,
    },
    "pwr": {
        "ir_drop_uv": 121,
        "total_leakage_power_nw": 0.538,
        "power.density_nw_per_um2": 406,
    },
    "flow_run": {
        "max_cap_violations": 0,
        "warning_count": 31,
    },
    "drt": {
        "via_count": 583,
        "dr.pass1.iters": 3,
        "via_per_inst": 3.47,
        "diodes": 0,
        "wire_per_inst_um": 8.80,
        "routed_wl_mm": 1.48,
        "ant_nets": 0,
        "drc": 0,
        "drt_iter0_markers": 42,
    },
    "hold_path": {
        "min_path_type": "reg2reg",
        "whs_path_depth": 1,
    },
    "grt": {
        "first_global_vias": 563,
        "overflow": 0,
        "grt_max_degree": 22,
        "grt_usage_pct": 3.23,
        "antenna_found_initial": 0,
        "grt_pass1_wl_mm": 2.63,
    },
    "placement": {
        "gp_congestion": 0.757,
        "portBuffers": 5,
        "dp_slack_ps": 2360,
        "hpwlAfterDp_mm": 1.11,
    },
    "status": {
        "status": "finished clean",
    },
}
## layer usage
metal  vias to the layer above  global-route usage (%)  routed length (µm)
met1                       270                    4.50                 763
li1                        303                       -                   -
met4                         0                   0.338                  12
met5                         -                       0                   0
met2                         8                    4.50                 589
met3                         2                    1.65                 111
## state kept, by name, summed over array words and instances, names as in the netlist
register and cells:
divided_baud 10, sample 1, sample_counter 10
## worst reg2reg max path, cell delays in order, from the launching register on
cell	delay, ps
dfrtp_1	430
xnor2_1	200
nand4_1	130
nor4_2	530
buf_4	250
nor2_1	50
## Yosys cell counts, drive strengths merged
cell,n
mux2i,2
nor4,1
nand3,3
inv,4
a21o,3
xor2,8
and3,2
nor2,11
dfrtp,20
ha,8
a21oi,3
nand4,4
buf,1
edfxtp,1
nor2b,3
xnor2,10
clkbuf,1
and4,1
nand2,1
## cells by family (layout without fill, tap and decap cells)
kind of cell | after synthesis | count (layout)
mux | 2 | 2
xor+xnor | 18 | 18
simple gates | 26 | 26
compound gates | 6 | 6
buf+inv | 6 | 15
flops | 21 | 21
fa+ha+maj | 8 | 8
## path summary, 6_finish.rpt
| path | start | endpoint | slack (ps) |
|---|---|---|---|
| setup / recovery | baud_select[0] | divided_baud[3] | 2630 |
| hold / removal | sample_counter[0] | sample_counter[0] | 530 |
| setup reg to reg | sample_counter[8] | sample_counter[3] | 3000 |
| hold reg to reg | sample_counter[0] | sample_counter[0] | 530 |
| max in group asynchronous | rst | sample_counter[9] | 3480 |
| min in group asynchronous | rst | sample_counter[0] | 1000 |
## cell type report
type	count	area (µm²)	area share [%]
clock buffer	3	41.3	3.43
inverter	4	15.0	1.25
multi-input combinational	60	453	37.7
tap	72	90.1	7.49
clock inverter	1	7.51	0.624
timing repair buffer	7	65.1	5.41
sequential	21	531	44.1
## where the power goes
group | internal [mW] | leakage (nW) | total [mW] | switching, mW
Sequential | 0.219 | 0.259 | 0.269 | 0.0498
Clock | 0.0597 | 0.0217 | 0.116 | 0.0563
Combinational | 0.0596 | 0.257 | 0.103 | 0.0433
## per-stage QoR
stage | cell area [µm²] | hold slack [ps] | util [%] | cells | power, mW
CTS | 1200 | 531 | 21.3 | 168 | 0.494
floorplan | 1010 | 462 | - | 87 | 0.346
finish | 1200 | 526 | 21.3 | 168 | 0.488
global placement | 1150 | 497 | 20.4 | 164 | 0.375
detailed placement | 1150 | 519 | 20.4 | 164 | 0.375
global route | 1200 | 547 | 21.3 | 168 | 0.523
No activity file was given, so power comes from the tool's default toggle rates.
