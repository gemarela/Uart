===== /design/flow/design.v =====
`timescale 1ns / 1ps
module baud_controller_Rx(
			rst,
			clk,
			baud_select,
			sample_enable
    );
	input rst,clk;
	input [2:0] baud_select;
	output sample_enable;
	reg [9:0] divided_baud;
	reg [9:0] sample_counter;
	reg sample;
	assign sample_enable = sample; 
	always @ (posedge clk or posedge rst)
	begin
			if(rst) begin
					 divided_baud = 10'b0;
			end
			else begin
				case(baud_select)
						3'b000: begin
										divided_baud = 34720;  
									end
						3'b001: begin
										divided_baud = 8680;  
									end
						3'b010: begin
										divided_baud = 2170;  
									end
						3'b011: begin
										divided_baud = 1090;  
									end
						3'b100: begin
										divided_baud = 540;  
									end
						3'b101: begin
										divided_baud = 270;  
									end
						3'b110:	begin
										divided_baud = 180;  
									end
						3'b111: begin
										divided_baud = 90;  
									end
				endcase		
			end
	end
	always@(posedge clk or posedge rst)
	begin
		if(rst) begin
			sample_counter = 22'b0;
		end
		else begin
			if(sample_counter==divided_baud) begin
					sample = 1'b1;
					sample_counter = 10'b0;
			end
			else begin
					sample_counter = sample_counter + 1;
					sample = 1'b0;
			end
		end
	end
endmodule

===== /design/flow/run.sh =====
#!/bin/bash
# OpenROAD 26Q1-2900-gdf79404cd8, Yosys 0.63+post, stock flow scripts
make -C /OpenROAD-flow-scripts/flow DESIGN_CONFIG=/design/flow/config.mk WORK_HOME=/design/flow/orfs finish

===== /design/flow/constraint.sdc =====
current_design baud_controller_Rx

set clk_period 2.9
set clk_io_pct 0.2

create_clock -name clk0 -period $clk_period [get_ports {clk}]

set non_clock_inputs [all_inputs -no_clocks]
set_input_delay [expr $clk_period * $clk_io_pct] -clock clk0 $non_clock_inputs
set_output_delay [expr $clk_period * $clk_io_pct] -clock clk0 [all_outputs]

===== /design/flow/config.mk =====
export PLATFORM = sky130hd
export DESIGN_NAME = baud_controller_Rx
export DESIGN_NICKNAME = baud_controller_Rx
export VERILOG_FILES = /design/flow/design.v
export SDC_FILE = /design/flow/constraint.sdc
export NUM_CORES = 4
export LEC_CHECK = 1
export CORE_AREA = 10 10 85 85
export DIE_AREA = 0 0 95 95

==> summary.txt <==
Update from the flow run.

Global routing used 3.85% of the available tracks across all layers. The clock buffer count from CTS is 3. Summing internal, switching and leakage power gives 949 µW.

The combined buffer and inverter count along the critical path is 1. The setup fix buffers added after clock tree synthesis is 0. The post-synthesis cell area is 1020 µm². The number of iterations in the first detailed-routing pass is 4. CTS built an H-tree with a depth of 1. Yosys reports that the most numerous cell types are 19 x dfrtp_1, 11 x xor2_1, 7 x ha_1, 7 x inv_1, 6 x o21ai_0. The post-synth tally of flip-flops with integrated enable is 1.

The die is 95 µm wide. The hold-fix buffer count after cts is 0. The final antenna-violating net count is 0. The cell depth of the worst flop-to-flop path is 4. The top cell family by delay on the critical path is buffers and inverters. The proportion of layout cells with a drive suffix above 1 is 8.00%. Across the run, the number of max-cap violations was 0.

The core region is 5470 µm². Setup repair after global routing left no endpoint under its margin. The tightest slew margin relative to the limit is 55.8%.

The mean area per synthesized cell is 10.8 µm². The transition at the pin with the smallest max-transition slack is 661 ps. The number of warnings in the stage logs is 30. In this run, post-CTS repair resized a total of 0 instances. The register-to-register setup slack is 1340 ps. The routed wire length per instance is 9.49 µm. The height of the chip is 95 µm. Per STA, the worst path is made up of clkdlybuf4s50_1. The worst setup path is of the reg -> out kind. The count of buffers from port buffering is 5. The instance tally after logic synthesis is 94.

The number of placement rows is 27. The leakage dissipation is 0.535 nW. The fraction of the cycle the final worst path needs is 55.7%. The last timing report of the flow puts the setup violation total at 0. The total non-filler cell area in the finished layout is 1230 µm².

The number of slew-limit violations in the final report is 0. The aggregate negative setup slack is 0 ps. In the final report, the number of hold violations comes to 0. Sequential cells were found to cover 49.6% of the synthesized design area. After filler insertion, the fill cell instance count of the layout stands at 596. The flow ran to the end, and the final reports show no timing, DRC or antenna violations. 6 I/O pins were placed. The first global-routing pass estimated 2.82 mm of wire. The leading register cell type out of synthesis is dfrtp_1. Leaving out filler cells and counting taps, the final layout contains 172. The largest net degree at the start of global routing is 21. The most area-hungry cell type in the Yosys netlist is dfrtp_1. The worst min-delay path startpoint is sample_counter[0]. The tree is rooted in a clkbuf_8.

The final setup skew is 0.686 ps. The TritonCTS clock tree is done. The critical path endpoint category is an output port. The congestion estimate from routability-driven global placement came to 0.765. Across the VDD grid, the largest voltage drop is 0.257 mV. The multi-input logic area is 460 µm². Yosys stat counts 94 cells in the synthesized netlist. The launching point of the worst reg2reg path is sample_counter[1]. The DRC violation total left in the routed layout is recorded as 0.

Of all nets on the critical path, the largest fanout is 1. No sink is reached through more buffers than the 2 on the longest clock path. The utilization after layout is 22.4%. The synthesized netlist contains 23 unique library cells. The share of the core area taken by cells at floorplan is 18.6%.

For this block, the initial DRC count from the detailed router was 64. The most common cell in the netlist is dfrtp_1. The chip occupies 9030 µm². The type of the worst min-delay path is reg -> reg. STA puts the critical path data arrival time at 1040 ps. The critical-path cell with the highest stage delay is clkdlybuf4s50_1.

The instance count after placement with tap cells included is 168. In this run the power density over the cells is 774 nW/µm². Synthesis inferred 20 register bits. The total grt overflow is 0. After detailed placement, the total cell area comes to 1150 µm².

From synthesis to final layout, the design area changed by 20.2%. The final layout contains routed wiring with a total length of 1.63 mm. Yosys reports that the leading cell type by area covers 46.6% of the netlist area. Clock tree synthesis found a total of 20 sinks.

The initial antenna violation count came to 0. The script logs the ratio of routed vias to standard cells as 3.87. The worst hold path terminates at sample_counter[0]. Clock latency on the worst-skew pair, taken at its later pin, is 250 ps. The worst path required time is 2320 ps. On the worst path, the slowest cell contributes a delay of 460 ps.

The final critical path time including I/O delays and setup is 1620 ps. The destination of the worst register-to-register timing path is sample_counter[8]. The share of synthesized registers carrying an async set or reset is 95.0%. Per the timing report, the achievable frequency comes out to 619 MHz. The via count of the first global-routing pass is 617. STA classifies the critical path startpoint as a flop. The number of warnings issued by yosys is 1. The chip area line in the Yosys stat output reads 1020 µm². The detailed-placement wirelength estimate is 1.16 mm.

The detailed-route via count is 665. The clock slew seen by the registers of the worst setup and hold paths is 70 ps. The routed design ends up with an antenna cell count of 0. Hold analysis shows the worst path with a depth of 1.

The register area is 505 µm². The main area contributors are dfrtp_1 47%, xor2_1 9.4%, ha_1 8.6%.
-- layout by cell type (no fill, tap or decap), types with 2 or more instances in the layout --
cell type	n
clkdlybuf4s50_1	5
a32oi_1	5
ha_1	7
buf_4	3
nand2_1	5
nor2_1	2
or4_1	2
a31oi_1	5
clkbuf_8	3
o31ai_1	2
nand3_1	3
mux2i_1	3
xor2_1	11
dfrtp_1	19
o21ai_0	6
or3_1	3
nor4_1	2
inv_1	7
-- cells by family (layout without fill, tap and decap cells) --
family	Yosys count	after routing	share of synthesized area [%]
mux	3	3	2.94
simple gates	20	20	11.0
xor+xnor	12	12	10.3
compound gates	19	19	12.3
fa+ha+maj	7	7	8.59
flops	20	20	49.6
buf+inv	13	19	5.28
-- worst reg2reg max path, delay by kind of cell (launching register included) --
kind | cells | cell delay, ps
AOI/OAI and AO/OA | 1 | 180
DFF | 1 | 430
and+or+nand+nor | 2 | 610
adders and majority gates | 1 | 250
-- per-stage QoR --
stage | hold WS [ps] | setup WS (ps)
3_3_place_gp | 502 | 1050
4_1_cts | 519 | 1260
6_report | 522 | 1280
5_1_grt | 560 | 1220
2_1_floorplan | 470 | 1520
3_5_place_dp | 508 | 1020
-- state kept, by name, summed over array words and instances (netlist names) --
register	flops
sample	1
divided_baud	9
sample_counter	10
-- how the worst max path moves through the flow --
stage / startpoint / endpoint / slack, ps / cells after the start
after global routing: sample / sample_enable / 1220 / 1
after CTS: sample / sample_enable / 1260 / 1
final: sample / sample_enable / 1280 / 1
-- metal layers --
layer | vias to the layer above | global-route usage [%] | share of wire [%]
met1 | 308 | 5.33 | 49
met4 | 0 | 0.623 | 1.4
li1 | 343 | - | -
met2 | 12 | 5.49 | 44
met3 | 2 | 1.76 | 5.9
met5 | - | 0 | 0
-- report_power, final --
| group | total (mW) | leakage [nW] | switching, mW | internal, mW |
|---|---|---|---|---|
| combinational | 0.241 | 0.252 | 0.137 | 0.104 |
| sequential | 0.438 | 0.247 | 0.0943 | 0.343 |
| clock | 0.271 | 0.0357 | 0.0866 | 0.184 |
-- cell type report --
class / count / area share [%]
Timing Repair Buffer: 8 / 5.92
Clock inverter: 1 / 2.45
Clock buffer: 3 / 3.37
Inverter: 7 / 2.14
Tap cell: 72 / 7.35
Sequential cell: 20 / 41.2
Multi-Input combinational cell: 61 / 37.6
Power figures rest on the tool's default switching activity, not on a simulated workload.
