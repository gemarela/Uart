===== ./run.sh =====
#!/bin/bash
# OpenROAD 26Q1-2900-gdf79404cd8, Yosys 0.63+post, stock flow scripts
make -C /OpenROAD-flow-scripts/flow DESIGN_CONFIG=/design/flow/config.mk WORK_HOME=/design/flow/orfs finish

===== ./config.mk =====
export PLATFORM = sky130hd
export DESIGN_NAME = Uart
export DESIGN_NICKNAME = Uart
export VERILOG_FILES = /design/flow/design.v
export SDC_FILE = /design/flow/constraint.sdc
export NUM_CORES = 4
export LEC_CHECK = 1
export CORE_UTILIZATION = 50

===== ./constraint.sdc =====
current_design Uart

set clk_period 2.8
set clk_io_pct 0.2

create_clock -name clk0 -period $clk_period [get_ports {clkR}]
create_clock -name clk1 -period $clk_period [get_ports {clkT}]

set non_clock_inputs [all_inputs -no_clocks]
set_input_delay [expr $clk_period * $clk_io_pct] -clock clk0 $non_clock_inputs
set_output_delay [expr $clk_period * $clk_io_pct] -clock clk0 [all_outputs]

===== ./design.v =====
`timescale 1ns / 1ps
module Uart_Receiver(
		rst, clk, 
		Rx_DATA, baud_select, 
		Rx_EN, RxD, 
		Rx_FERROR, 
		Rx_PERROR,
		Rx_VALID
    );
	input rst, clk;
	input [2:0] baud_select;
	input Rx_EN;
	input RxD;
	output [7:0] Rx_DATA;
	output reg Rx_FERROR;  
	output reg Rx_PERROR;  
	output Rx_VALID;  
	wire Rx_sample_ENABLE;
	parameter [2:0] idle = 3'b0,
						 start = 3'b001,
						 data = 3'b010,
						 parity = 3'b011,
						 stop = 3'b100;
	reg [2:0] state,next_state;
	reg [3:0] sample_counter,sample_next;  
	reg [3:0] data_counter,data_next;
	reg [7:0] DATA,DATA_next;
	reg done,even;
	assign Rx_DATA = DATA;
	assign Rx_VALID = ~(done || Rx_PERROR || Rx_FERROR );
	baud_controller baud_controller_rx_inst(
							.rst(rst),
							.clk(clk), 
							.baud_select(baud_select), 
							.sample_enable(Rx_sample_ENABLE));
	always @(posedge clk or posedge rst)
	begin
		if(rst)begin
			state = idle;
			sample_counter = 0;
			data_counter = 0;
			DATA = 0;
		end
		else begin
			state = next_state;
			sample_counter = sample_next;
			data_counter = data_next;
			DATA = DATA_next;
		end
	end
	always @(posedge clk)
	begin
		next_state = state;
		sample_next = sample_counter;
		data_next = data_counter;
		DATA_next = DATA;
		done = 1;
		case(state) 
			idle : begin
						if(~RxD && Rx_EN) begin
							next_state = start;
							sample_next = 0;
							even = 0;
							Rx_FERROR = 0;
							Rx_PERROR = 0;
						end
					end
			start : begin 
						if(Rx_sample_ENABLE) begin
							if(sample_counter == 7) begin
									sample_next = 0;
									data_next = 0;
									next_state = data;
									if(RxD) begin  
											Rx_FERROR = 1'b1;
									end
									else begin
											Rx_FERROR = 1'b0;
									end
							end
							else begin
									sample_next = sample_counter+1;
							end
						end
					end
			data : begin
						if(Rx_sample_ENABLE) begin
								if(sample_counter == 15) begin
										sample_next = 0;
										DATA_next = {DATA[6:0],RxD};
										if(RxD == 1 && even == 1)begin
												even = 0;
										end
										else if(RxD == 1)begin
											even = 1;
										end
										if(data_counter == 7)begin
											next_state = parity;
											data_next = 0;
										end
										else begin
											data_next = data_counter+1;
										end
								end
								else begin
									sample_next = sample_counter+1;
								end
						end
					 end
			parity : begin 
							if(Rx_sample_ENABLE)begin
								if(sample_counter == 15)begin
										sample_next = 0;
										next_state = stop;
										if(RxD == even )begin
												Rx_PERROR = 0;
										end
										else begin
												Rx_PERROR = 1;
										end
								end
								else begin
										sample_next = sample_counter+1;
								end
							end
						end						
			stop : begin 
							if(Rx_sample_ENABLE)begin
									if(sample_counter == 15)begin
										done = 0;
										sample_next =0;
										next_state = idle;
									end
									else begin
										sample_next = sample_counter+1;
									end
							end
					 end
		endcase
	end
endmodule
`timescale 1ns / 1ps
module Uart_Tx(
		rst,
		clk,
		Tx_DATA,
		baud_select,
		Tx_WR,
		Tx_EN,
		TxD,
		Tx_BUSY
    );
	input rst,clk;
	input [7:0] Tx_DATA;
	input [2:0] baud_select;
	input Tx_WR;
	input Tx_EN;
	output reg TxD; 
	output reg Tx_BUSY;
	parameter [2:0] idle = 3'b000,
						 start = 3'b001,
						 data = 3'b010,
						 parity = 3'b011,
						 stop = 3'b100;
	reg [2:0] state,next_state;
	reg [3:0] sample_counter, sample_next;  
	reg [3:0] data_counter, data_next;   
	reg [7:0] DATA, DATA_next;
	reg even;
	reg TxD_next, Tx_BUSY_next;
	wire Tx_sample_ENABLE;
	baud_controller baud_controller_tx_inst(
							.rst(rst),.clk(clk), 
							.baud_select(baud_select), 
							.sample_enable(Tx_sample_ENABLE));
	always @(posedge clk or posedge rst)
	begin
		if(rst)begin
			state = idle;
			sample_counter = 0;
			data_counter = 0;
			DATA = 0;
			TxD = 1;
			Tx_BUSY = 0;
		end
		else begin
			state = next_state;
			sample_counter = sample_next;
			data_counter = data_next;
			DATA = DATA_next;
			TxD = TxD_next;
			Tx_BUSY = Tx_BUSY_next;
		end
	end
	always @(posedge clk)
	begin
		next_state = state;
		sample_next = sample_counter;
		data_next = data_counter;
		DATA_next = DATA;
		Tx_BUSY_next = Tx_BUSY;
		case(state) 
			idle : begin
						TxD_next = 1;
						if(Tx_EN) begin
							if(Tx_WR) begin
								Tx_BUSY_next = 0;
								DATA_next = Tx_DATA;
								next_state = start;
								sample_next = 0;
								even = 0;
							end
							else begin 
								Tx_BUSY_next = 1;
							end 
						end
					end
			start : begin 
						TxD_next = 0;
						if(Tx_sample_ENABLE) begin
							if(sample_counter == 15) begin
									sample_next = 0;
									data_next = 0;
									next_state = data;
							end
							else begin
									sample_next = sample_counter+1;
							end
						end
					end
			data : begin
						TxD_next = DATA[0];
						if(Tx_sample_ENABLE) begin
								if(sample_counter == 15) begin
										sample_next = 0;
										if(TxD_next == 1 && even == 1)begin
												even = 0;
										end
										else if (TxD_next == 1) begin
											even = 1;
										end
										DATA_next = DATA >> 1;
										if(data_counter == 7)begin
											next_state = parity;
											data_next = 0;
										end
										else begin
											data_next = data_counter+1;
										end
								end
								else begin
									sample_next = sample_counter+1;
								end
						end
					 end
			parity : begin 
							TxD_next = even;
							if(Tx_sample_ENABLE)begin
								if(sample_counter == 15)begin
										sample_next = 0;
										next_state = stop;
								end
								else begin
										sample_next = sample_counter+1;
								end
							end
						end						
			stop : begin 
							TxD_next = 1;
							if(Tx_sample_ENABLE)begin
									if(sample_counter == 15)begin
										sample_next =0;
										next_state = idle;
										Tx_BUSY_next = 0;
									end
									else begin
										sample_next = sample_counter+1;
									end
							end
					 end
		endcase
	end
endmodule
`timescale 1ns / 1ps
module Uart(
		clkT,clkR,
		rst,baud_select,
		Tx_DATA,Tx_WR,Tx_EN, Tx_BUSY,
		Rx_DATA,Rx_FERROR,Rx_PERROR,
		Rx_VALID
    );
	input wire rst,clkT;
	input wire [7:0] Tx_DATA;
	input wire [2:0] baud_select;
	input wire Tx_WR;
	input wire Tx_EN;
	wire TxD;  
	output wire Tx_BUSY;  
	input wire clkR;
	wire	Rx_EN;
	output wire [7:0] Rx_DATA;  
	output wire Rx_FERROR;  
	output wire Rx_PERROR;  
	output wire Rx_VALID;  
	assign Rx_EN = Tx_EN;  
	Uart_Tx TransmitterINST( 
		.rst(rst),.clk(clkT),
		.Tx_DATA(Tx_DATA),.baud_select(baud_select),
		.Tx_WR(Tx_WR),.Tx_EN(Tx_EN),.TxD(TxD),
		.Tx_BUSY(Tx_BUSY)
    );
	Uart_Receiver ReceiverINST(
		.rst(rst),.clk(clkR), 
		.Rx_DATA(Rx_DATA),.baud_select(baud_select), 
		.Rx_EN(Rx_EN),
		.RxD(TxD),  
		.Rx_FERROR(Rx_FERROR),.Rx_PERROR(Rx_PERROR),
		.Rx_VALID(Rx_VALID)
    );
endmodule
`timescale 1ns / 1ps
module baud_controller(
			rst,
			clk,
			baud_select,
			sample_enable
    );
	input rst,clk;
	input [2:0] baud_select;
	output sample_enable;
	reg [13:0] divided_baud;
	reg [13:0] sample_counter;
	reg sample;
	assign sample_enable = sample; 
	always @ (posedge clk or posedge rst)
	begin
			if(rst) begin
					 divided_baud = 14'b0;
			end
			else begin
				case(baud_select)
						3'b000: begin
										divided_baud = 10417;  
									end
						3'b001: begin
										divided_baud = 2604;  
									end
						3'b010: begin
										divided_baud = 651;  
									end
						3'b011: begin
										divided_baud = 326;  
									end
						3'b100: begin
										divided_baud = 163;  
									end
						3'b101: begin
										divided_baud = 81;  
									end
						3'b110:	begin
										divided_baud = 54;  
									end
						3'b111: begin
										divided_baud = 27;  
									end
				endcase		
			end
	end
	always@(posedge clk or posedge rst)
	begin
		if(rst) begin
			sample_counter = 14'b0;
		end
		else begin
			if(sample_counter==divided_baud) begin
					sample = 1'b1;
					sample_counter = 14'b0;
			end
			else begin
					sample_counter = sample_counter + 1;
					sample = 1'b0;
			end
		end
	end
endmodule

==> changes_impl.md <==
### Implementation results

* DRT antenna net count at 0
* Post-synth EDFFs at 7
* M2 GR Usage at 24.68%
* Critical path class: register to register
* Buffer count from post-CTS setup fixing at 0
* Hold_buf cts at 0
* Tool Warnings at 32
* Worst vdd ir at 0.6070 mV
* Placed cells at 637
* Routed len/inst at 13.87 µm
* Post-synthesis cell area at 5604 µm²
* Setup crit end: ReceiverINST.data_next[3]$_DFF_P_
* Share of layout cells above drive strength 1 at 10.78%
* Reg2Reg Setup Slack at 0.83 ns
* Sum Neg Setup Slack at 0 ns
* Worst endpoint data arrival time at 2.24 ns
* Total core area at 10890 µm²
* Maxcap violations at 0
* Cell Count, Final, Fillers Out at 669
* RSZ-0062 raised after global routing: false
* Worst Setup SP: ReceiverINST.sample_counter[0]$_DFF_PP0_
* Top Usage Layer GRT: met1
* ANT cells at 0
* Worst hold path class: register to register
* Final core occ at 59.30%
* Syn_area_per_cell at 11.63 µm²
* Clock slew at reported path FFs at 0.07 ns
* Ys flop type: dfrtp_1
* Crit path max-delay cell type: or4_1
* R2R depth at 5
* Final WS setup at 0.8253 ns
* Yosys warnings at 3
* Seq/Total Area, Yosys at 59.14%
* Top area cell types: dfrtp_1 (41%), dfxtp_1 (14%), edfxtp_1 (3.8%)
* Worst path max stage delay at 0.57 ns
* Design Power at 5.332 mW
* Routed wire length at 9278 µm
* Top cells by count, synth: dfrtp_1 (91), nor2_1 (42), dfxtp_1 (40)
* FP Rows at 38
* Cell Pwr Density at 825.9 nW/µm²
* Gr usage total at 18.48%
* Via/cell ratio at 5.238
* DP HPWL at 6088 µm
* IO Count at 28
* Met1 usage at 32.46%
* Dpl cell area at 6015 µm²
* Pre-CTS setup slack at 0.4682 ns
* Die Y at 107.9 µm
* Synth top cell by count: dfrtp_1
* Vias at 3504
* Syn Inst Count at 482
* Netlist cell types at 59
* Reg-to-Reg Start: ReceiverINST.sample_counter[0]$_DFF_PP0_
* Yosys Instances at 482
* Grt total ovfl at 0
* Critical Path, Cell by Cell: ha_1 -> and4_1 -> nand3_2 -> or4_1 -> o21ai_0
* CP Max Fanout at 14
* Initial DRC Count at 166
* IO buf count at 26
* Placer Congestion at 0.8336
* Number of global-route vias before repair at 3333
* Startpoint Class: register
* FP Core Util at 51.47%
* Critical Path End Type: register
* Worst-Margin Slew at 0.7584 ns
* Status: completed
* Number of synthesized register bits at 139
* Cell type with the largest total area: dfrtp_1
* Largest net degree at the start of global routing at 36
* Relative slew slack at 49.06%
* First-pass GRT wire length at 16080 µm
* Post-CTS Resized at 0
* CTS tree: done
* Chip area at 11640 µm²
* Worst reg2reg path endpoint: ReceiverINST.data_next[3]$_DFF_P_
* Final setup viols at 0
* Post-synth ARST share at 66.19%
* Remaining routing DRC violations at 0
* Horiz. Die Dim at 107.9 µm
* Met3 GRT Util at 4.383%
* Hold slack at 0.3179 ns
* Slew Viols, Final at 0
* Initial antenna violation count at 0
* Clk_skew at 0.01184 ns
* Design area at 6456 µm²
* Post-synth top area share at 40.63%
* Req. time, crit path at 3.07 ns
* Clk sinks at 139
* Post-synth area from yosys stat at 5604 µm²
* Pre-antenna DRT Iters at 4
* Syn-to-layout area delta at 15.20%
* P_leak at 2.862 nW
* Final hold viol count at 0
[per-layer routing]
metal / vias to the layer above / wire length [µm]
li1: 1767 / -
met1: 1674 / 4890
met2: 47 / 3871
met3: 16 / 302
met4: 0 / 213
met5: - / 0
[worst min-delay path by stage]
stage | start | to | slack, ns | depth (start not counted)
CTS | TransmitterINST.DATA_next[5]$_DFF_P_ | TransmitterINST.DATA[5]$_DFF_PP0_ | 0.32 | 0
global route | TransmitterINST.DATA_next[4]$_DFF_P_ | TransmitterINST.DATA[4]$_DFF_PP0_ | 0.32 | 0
finish | TransmitterINST.DATA_next[5]$_DFF_P_ | TransmitterINST.DATA[5]$_DFF_PP0_ | 0.32 | 0
[cells by family (layout without fill, tap and decap cells)]
logic type	count (synthesis)	after routing	share of synthesized area, %
buffers and inverters	25	72	1.942
adders and majority gates	14	14	3.126
and+or+nand+nor	161	161	15.92
DFF	139	139	59.14
xor gates and xnor gates	48	48	7.502
muxes	16	16	3.059
AOI/OAI and AO/OA	79	79	9.310
[area by class of cell]
type                    instances  area (µm²)
flip-flops and latches        139        3314
repair buffers                 30       302.8
clock inverters                 7       137.6
well taps                     140       175.2
fillers                       862        4432
clock buffers                  25       304.0
multi-input cells             318        2181
inverters                      10       41.29
[critical path, delay by kind of cell, from the launching register on]
family          cells  cell delay (ns)
simple gates        3             1.17
flops               1             0.41
fa+ha+maj           1             0.25
compound gates      1             0.08
[placed cells by master, fill, tap and decap left out, types with 6 or more instances in the layout]
cell type        count
dfrtp_1             91
nor2_1              42
dfxtp_1             40
clkdlybuf4s50_1     26
o21ai_0             25
xor2_1              24
xnor2_1             24
nand2_1             23
nand3_1             21
clkbuf_8            21
a21oi_1             14
ha_1                14
nand4_1             13
a22o_1              12
nor2b_1              9
a21o_1               9
mux2_2               9
inv_1                9
edfxtp_1             7
mux2i_1              7
or3_1                7
nand2b_1             6
[registers in the layout (all words and copies together) (netlist names), 8 cells and up]
register	cells
TransmitterINST.DATA_next	8
ReceiverINST.DATA	8
ReceiverINST.baud_controller_rx_inst.divided_baud	12
TransmitterINST.baud_controller_tx_inst.divided_baud	12
ReceiverINST.baud_controller_rx_inst.sample_counter	14
TransmitterINST.baud_controller_tx_inst.sample_counter	14
TransmitterINST.DATA	8
ReceiverINST.DATA_next	8
[report_power, final]
group / internal, mW / switching, mW
Sequential: 2.39 / 0.350
Clock: 1.07 / 0.693
Combinational: 0.411 / 0.411
Total: 3.88 / 1.45
Power is estimated from default activity; no workload was simulated.
